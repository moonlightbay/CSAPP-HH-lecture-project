===== /design/flow/run.sh =====
#!/bin/bash
# OpenROAD 26Q1-2900-gdf79404cd8, Yosys 0.63+post, stock flow scripts
make -C /OpenROAD-flow-scripts/flow DESIGN_CONFIG=/design/flow/config.mk WORK_HOME=/design/flow/orfs finish

===== /design/flow/config.mk =====
export PLATFORM = sky130hd
export DESIGN_NAME = regfile
export DESIGN_NICKNAME = regfile
export VERILOG_FILES = /design/flow/design.v
export SDC_FILE = /design/flow/constraint.sdc
export NUM_CORES = 4
export LEC_CHECK = 1
export CORE_UTILIZATION = 40

===== /design/flow/constraint.sdc =====
current_design regfile

set clk_period 9.3
set clk_io_pct 0.2

create_clock -name clk0 -period $clk_period [get_ports {clock}]

set non_clock_inputs [all_inputs -no_clocks]
set_input_delay [expr $clk_period * $clk_io_pct] -clock clk0 $non_clock_inputs
set_output_delay [expr $clk_period * $clk_io_pct] -clock clk0 [all_outputs]

===== /design/flow/design.v =====
module regfile(
    input wire[3:0] dstE,
    input wire[31:0] valE,
    input wire[3:0] dstM,
    input wire[31:0] valM,
    input wire reset,
    input wire clock,
    output reg [31:0] r0,
    output reg [31:0] r1,
    output reg [31:0] r2,
    output reg [31:0] r3,
    output reg [31:0] r4,
    output reg [31:0] r5
);
always @(posedge clock) begin
    if (reset) begin
        r0 <= 0;
        r1 <= 0;
        r2 <= 0;
        r3 <= 0;
        r4 <= 0;
        r5 <= 0;
    end
    else begin
        case(dstE)
            4'b0000: r0 <= valE;
            4'b0001: r1 <= valE;
            4'b0010: r2 <= valE;
            4'b0011: r3 <= valE;
            4'b0100: r4 <= valE;
            4'b0101: r5 <= valE;
            default: ; 
        endcase;
        case(dstM)
            4'b0000: r0 <= valM;
            4'b0001: r1 <= valM;
            4'b0010: r2 <= valM;
            4'b0011: r3 <= valM;
            4'b0100: r4 <= valM;
            4'b0101: r5 <= valM;
            default: ; 
        endcase;      
    end
end
endmodule

==> impl_metrics.tcl <==
# flow metrics
set metrics [dict create \
    outcome "complete, no violations" \
    chipHeight_um 153 \
    syn-cell-area_um2 9070 \
    drc_errors 0 \
    top_cell "nand2_1" \
    postLayoutCellArea_um2 12100 \
    cts_setup_buffers 0 \
    vias_per_cell 5.51 \
    ys_cells 1089 \
    ys_top_cells_by_count "372 x nand2_1, 192 x dfxtp_1, 192 x nor2_1" \
    cts-root-buf "clkbuf_16" \
    yosys_warnings 1 \
    vias 8669 \
    mux_area_frac 0 \
    r2r_start "r2[22]" \
    synth_flops 192 \
    hold_path_depth 2 \
    io_pins 266 \
    path_max_fanout 21 \
    dp_hpwl_mm 20.0 \
    cp_cell_sequence "clkdlybuf4s50_1 > nor4_4 > buf_4 > nand2_1 > a311oi_2" \
    top_cells_by_area "dfxtp_1 42%, nand2_1 15%, a311oi_1 14%" \
    startpoint_type "input pin" \
    cp_slowest_cell "nor4_4" \
    dr.pass1.iters 26 \
    fmax_mhz 262 \
    wl_per_cell_um 20.3 \
    synthDistinctLibCells 18 \
    place_area_um2 11500 \
    layout-drive-gt1-share 0.0974 \
    ys_sh_adder 0 \
    ff2ff_path_depth 2 \
    total_power_mw 1.89 \
    cts_tree "done" \
    fillers 1971 \
    fin_util 0.547 \
    tool_warnings 25 \
    relSlewSlack 0.468 \
    grt.total_usage 0.279 \
    compound_area_frac 0.219 \
    logic_family "simple AND/OR/NAND/NOR gates" \
    die_w_um 153 \
    top_area_cell "dfxtp_1" \
    ys_sh_xor 0 \
    clk_pin_slew_ps 70 \
    grt_max_degree 82 \
    rows 54 \
    htree_num_levels 4 \
    async_reset_ff_frac 0 \
    synth_top_flop_cell "dfxtp_1" \
    synthCells 1089 \
    port_buffers 265 \
    fp.coreArea_um2 22000 \
    antenna_found_initial 0 \
    cts_inserted_buffers 17 \
    grt_pass1_wl_mm 49.1 \
    synth-edff-count 0 \
    fin_tns_setup_ps 0 \
    die-area_um2 23300 \
    gr-total-overflow 0 \
    setup_viol 0 \
    cp-end-kind "flip-flop" \
    holdWs_ps 479 \
    yosys_area_um2 9070 \
    avgSynthCellArea_um2 8.33 \
    final.min_clock_period_ps 3820 \
    insertion_delay_ps 420 \
    worst_ir_drop_vdd_uv 117 \
    drt_wl_total_mm 31.9 \
    synth_top_area_share 0.424 \
    hold_buffers 0 \
    cp.required_ps 9630 \
    drt-initial-drc-count 652 \
    ant_nets 0 \
    min_path_type "flip-flop to flip-flop" \
    slowest_delay_ps 790 \
    first_global_vias 7910 \
    holdPathEnd "r5[23]" \
    leakagePower_nw 3.94 \
    skew_ps 0 \
    crit_arrival_ps 4150 \
    rsz0062_at_grt "no" \
    gp_routability_congestion 0.840 \
    timing.rr.end "r2[22]" \
    syn2layout_area_growth_pct 32.9 \
    cap_violations 0 \
    path_class "input pin to flip-flop" \
    ys_sh_simple 0.268 \
    finalMaxSlewViolations 0 \
    fp-utilization 0.412 \
    post_cts_resized 0 \
    clock-sinks 192 \
    final_hold_viol_count 0 \
    cts_buffer_depth 2 \
    regToRegSetupSlack_ps 8480 \
    diodes 0 \
    worstHoldStart "r5[23]" \
    postSynthSeqShare 0.424 \
    p_per_area_nw_per_um2 157 \
    max_slew.worst_pin.slew_ps 797 \
    period_used_share 0.411 \
]
==> state kept, by name (all words and copies together), names as in the netlist <==
signal / cells
r2: 32
r4: 32
r0: 32
r5: 32
r3: 32
r1: 32
==> layout make-up <==
type	count	area, um^2	area share
clock inverters	11	130	0.0108
clock buffers	21	460	0.0382
multi-input cells	786	4470	0.371
flip-flops and latches	192	3840	0.319
repair buffers	284	2800	0.232
well taps	280	350	0.0291
==> worst max-delay path by stage <==
| stage | start | endpoint | slack [ps] | cells after the start |
|---|---|---|---|---|
| CTS | dstE[0] | r3[23] | 5510 | 5 |
| global route | dstE[0] | r3[1] | 5330 | 5 |
| finish | dstE[0] | r0[8] | 5480 | 5 |
==> cell families (layout without fill, tap and decap cells) <==
family / count (synthesis) / count (layout)
buffers and inverters: 111 / 316
DFF: 192 / 192
and+or+nand+nor: 594 / 594
AOI/OAI and AO/OA: 192 / 192
==> critical path, delay by kind of cell <==
kind                   cells  cell delay (ps)
AOI/OAI and AO/OA          1              260
buffers and inverters      2             1130
and+or+nand+nor            2              900
==> power by group <==
group	internal [mW]	switching, mW
clock	0.415	0.332
sequential	0.863	0.0236
combinational	0.134	0.125
==> per-stage QoR <==
step	cells	setup WS, ps
after floorplan	1089	6240
final	1574	5480
after detailed placement	1542	5050
after CTS	1574	5510
after global placement	1542	5150
after global routing	1574	5330
==> layout by cell type (no fill, tap or decap), drive strengths merged <==
| cell | n |
|---|---|
| nand2 | 384 |
| clkdlybuf4s50 | 264 |
| nor2 | 192 |
| dfxtp | 192 |
| a311oi | 192 |
| clkbuf | 21 |
| buf | 20 |
| or4b | 6 |
| clkinv | 5 |
| nand4bb | 4 |
| nor4b | 3 |
| inv | 3 |
| and4bb | 2 |
| bufinv | 2 |
| or4 | 2 |
| nor4 | 1 |
| clkinvlp | 1 |
==> routing by layer <==
metal  track usage  part of all wire  wire, um
met1         0.434              0.45     14500
met5             0                 0         0
met3        0.0719             0.094      2990
met4        0.0467             0.016       502
met2         0.403              0.44     13900
No activity file was given, so power comes from the tool's default toggle rates.
