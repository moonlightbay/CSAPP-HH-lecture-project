[flow/config.mk]
export PLATFORM = sky130hd
export DESIGN_NAME = processor
export DESIGN_NICKNAME = processor
export VERILOG_FILES = /design/flow/design.v
export SDC_FILE = /design/flow/constraint.sdc
export NUM_CORES = 4
export LEC_CHECK = 1
export CORE_UTILIZATION = 30
export SYNTH_MEMORY_MAX_BITS = 65536
[flow/constraint.sdc]
current_design processor

set clk_period 5051.4
set clk_io_pct 0.2

create_clock -name clk0 -period $clk_period [get_ports {clock}]

set non_clock_inputs [all_inputs -no_clocks]
set_input_delay [expr $clk_period * $clk_io_pct] -clock clk0 $non_clock_inputs
set_output_delay [expr $clk_period * $clk_io_pct] -clock clk0 [all_outputs]
[flow/design.v]
module processor(
input wire clock,
input wire[8:0] addr,       
input wire wEn,
input wire[31:0] wDat,     
input wire working,    
output reg[3:0] icode = 0,         
output reg[3:0] ifun = 0,          
output reg[3:0] rA = 0,           
output reg[3:0] rB = 0,
output reg[15:0] valC = 0
);
wire [31:0] instr;          
wire [8:0] ram_addr;        
wire ram_wEn;               
reg [15:0] pc = 0;          
assign ram_wEn = wEn & ~working;   
assign ram_addr = ram_wEn ? addr : pc;   
ram inst_ram(
    .clock(clock),             
    .addr(ram_addr),     
    .wEn(ram_wEn),        
    .wDat(wDat),              
    .rEn(working),            
    .rDat(instr)              
);
always@(posedge clock)begin 
    if (working && instr != 32'h0) begin    
        icode <= instr[31:28];
        ifun <= instr[27:24];
        rA <= instr[23:20];
        rB <= instr[19:16];
        valC <= instr[15:0];
        pc <= pc + 1;    
    end
end
endmodule
module ram(
input wire clock,  
input wire[8:0] addr,  
input wire wEn,  
input wire[31:0] wDat,  
input wire rEn,  
output reg[31:0] rDat = 0  
);
reg[31:0] mem[512-1:0];  
always@(posedge clock)begin
    if(wEn)begin
        mem[addr] <= wDat;   
    end
    else if(rEn)begin
        rDat <= mem[addr];   
    end
end
endmodule
[flow/run.sh]
#!/bin/bash
# OpenROAD 26Q1-2900-gdf79404cd8, Yosys 0.63+post, stock flow scripts
make -C /OpenROAD-flow-scripts/flow DESIGN_CONFIG=/design/flow/config.mk WORK_HOME=/design/flow/orfs finish
==> run notes <==
impl run done, here's what came out: outcome finished with violations, failing checks max-capacitance violations, max-slew violations, vias after detailed routing 346000, # Cells Yosys 32500, Synth-to-Final Area Change 16.5%, ys async rst share 0%, Die X 1420 um, Hold Crit Depth 1, Fmax 0.981 MHz, drt total wl 2010000 um, root buffer cell clkbuf_16, Tot GR Track Use 20.9%, Crit-path slowest cell a31oi_1, final cell count without fillers 62200, Unique cell types 61, first-pass GRT wire length 2770000 um, Post-route DRC 0, RR Endpoint inst_ram.rDat[17], VDD IR max 0.000363 mV, CTS Hold Bufs 0, Maximum Capacitance Violations 10, Pre-Place Util 30.1%, PostCTS Resize Cnt 0, GPL Wtd Cong 0.937, Worst Slack Setup Final 4032380 ps, Endpoint, Worst Hold pc[8], postcts setup bufs 0, row cnt 519, full die area 2010000 um2, Top delay family on crit path buffers and inverters, CTS Buffer Depth 6, worst-path fanout max 93, highest-count logic cell in the final layout edfxtp_1, H-Tree Depth 7, leading register cell type out of synthesis edfxtp_1, flops & latches, synth 16500, setup_tns 0 ps, vias per cell 5.56, Clock Skew 161 ps, Max transition margin -10.1%, fraction of layout cells with a size suffix above 1 14.9%, worst path cell trace clkdlybuf4s50_1, nand2b_2, a31o_4, buf_4, buf_12, buf_4, buf_4, buf_4, buf_4, buf_4, buf_4, a221oi_1, o22ai_1, o21ai_0, buf_4, a31oi_1, buf_4, a21oi_2, buf_8, o221ai_1, Worst EP arrival 1020180 ps, Slew Viols, Final 32, initial DRC count 26000, post-DR wirelength/cell 32.3 um, largest net degree at the start of global routing 119, Final period util 20.2%, final hold vios 0, synthesized instance count 32500, Tmin final 1019020 ps, Worst R2R Start pc[0], Pre-Repair DR Iteration Count 6, number of enable flip-flop cells 16500, placed insts 58800, clock latency (worst-skew pair) 1450 ps, hold path startpoint pc[8], pwr/cell area 0.422 nW/um2, YS chip area 601000 um2, DPL Wire Length 1150000 um, total stage count of the critical path 20, dpl cell area 647000 um2, finished layout cell area 700000 um2, synthesized area 601000 um2, Leak 210 nW, vias in the first global route 368000, most frequent cells in the layout edfxtp_1 (16500), a22oi_1 (3952), buf_4 (2148), Syn Area/Cell 18.5 um2, Setup CP Type in2reg, Die Y 1420 um, Req. time, crit path 5052560 ps, Final Setup Violations 0, # clock sinks 16500, total power 0.295 mW, Placeable Area 2000000 um2, count of tool warnings 119, worst hold path class reg2reg, antenna violations before repair 193, worst-margin pin slew 1640 ps, RSZ-0062 raised after global routing no, Post-synth seq share 82.2%, buffer-and-inverter tally for the worst setup path 12, Most Frequent Cell on Critical Path buf_4, CP startpoint kind input pin, reg2reg path depth 19, CP Capture Type flip-flop, Num CTS Buffers 1700, CTS tree done, # port buffers 75, IO Pins 76, Synth Warn # 2, CP peak stage delay 900 ps, flop2flop setup slack 5042050 ps, clock slew at reported path FFs 60 ps, remaining global-route overflow 0, Post-DRT Antenna Nets 0, post-place setup slack 4031430 ps
-- synthesized netlist by cell type, types with 9 or more instances --
cell,instances,area share [%]
nor3_1,33,0.027
nor2_1,547,0.34
clkbuf_1,1007,0.63
or4_1,12,0.015
a41oi_1,18,0.026
a221oi_1,2134,3.1
buf_2,1044,0.87
o22ai_1,1213,1.3
o41ai_1,72,0.10
a22oi_1,3952,4.9
o221ai_1,31,0.045
a22o_1,2134,3.1
edfxtp_1,16500,82
buf_1,407,0.25
nand4_1,123,0.13
mux2i_1,9,0.015
o22a_1,16,0.023
a31oi_1,28,0.029
a21oi_1,2017,1.7
o21ai_0,543,0.45
nand2_1,61,0.038
nor4_1,433,0.45
buf_4,40,0.050
nand3_1,15,0.012
o311ai_0,18,0.026
-- state kept, by name (all words and copies together) (netlist names) --
| name | count |
|---|---|
| ifun | 4 |
| icode | 4 |
| inst_ram.rDat | 32 |
| pc | 9 |
| valC | 16 |
| rA | 4 |
| rB | 4 |
| inst_ram.mem | 16384 |
-- layer usage --
| metal | track usage, % | part of all wire (%) | up-vias |
|---|---|---|---|
| met4 | 11.0 | 6.7 | 309 |
| met2 | 29.2 | 43 | 29800 |
| met3 | 22.0 | 23 | 5201 |
| li1 | - | - | 143000 |
| met1 | 17.4 | 27 | 168000 |
| met5 | 7.21 | 0.78 | - |
-- worst max path at each step --
stage,from,end,slack [ps]
CTS,wEn,inst_ram.rDat[17],4032800
global route,wEn,inst_ram.rDat[17],4032110
finish,wEn,inst_ram.rDat[17],4032380
-- stage by stage --
stage | utilization (%) | hold WS (ps)
after CTS | 35.0 | 569
after detailed placement | 32.4 | 595
after floorplan | - | 427
after global placement | 32.4 | 613
final | 35.1 | 628
after global routing | 35.0 | 623
-- cells by family after synthesis --
kind of cell,Yosys count,synth area share (%)
compound gates,12200,14.9
xor+xnor,7,0.0102
fa+ha+maj,1,0.00208
buf+inv,2512,1.82
flops,16500,82.2
mux,9,0.0150
simple gates,1247,1.04
-- report_power, final --
part           switching (mW)  leakage [nW]  total, mW  internal, mW
Sequential           0.000423           148      0.151         0.150
Combinational          0.0188          36.2     0.0254       0.00661
Clock                  0.0503          25.5      0.119        0.0684
Total                  0.0695           210      0.295         0.225
-- layout make-up --
cell class,count,area (um2)
sequential,16500,494000
tap,26600,33200
timing repair buffer,2270,17900
clock buffer,2083,44500
fill,180000,1300000
inverter,6,22.5
clock inverter,927,7690
multi-input combinational,13500,101000
antenna,440,1100
Power is estimated from default activity; no workload was simulated.
