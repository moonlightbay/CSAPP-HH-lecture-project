## design/flow/run.sh

```bash
#!/bin/bash
# OpenROAD 26Q1-2900-gdf79404cd8, Yosys 0.63+post, stock flow scripts
make -C /OpenROAD-flow-scripts/flow DESIGN_CONFIG=/design/flow/config.mk WORK_HOME=/design/flow/orfs finish
```

## design/flow/config.mk

```make
export PLATFORM = sky130hd
export DESIGN_NAME = lsu
export DESIGN_NICKNAME = lsu
export VERILOG_FILES = /design/flow/design.v
export SDC_FILE = /design/flow/constraint.sdc
export NUM_CORES = 4
export LEC_CHECK = 1
export CORE_UTILIZATION = 30
export SYNTH_MEMORY_MAX_BITS = 65536
```

## design/flow/constraint.sdc

```tcl
current_design lsu

set clk_period 13882.2
set clk_io_pct 0.2

create_clock -name clk0 -period $clk_period [get_ports {clock}]

set non_clock_inputs [all_inputs -no_clocks]
set_input_delay [expr $clk_period * $clk_io_pct] -clock clk0 $non_clock_inputs
set_output_delay [expr $clk_period * $clk_io_pct] -clock clk0 [all_outputs]
```

## design/flow/design.v

```verilog
module ram(
input wire clock,  
input wire[8:0] addr,  
input wire wEn,  
input wire[31:0] wDat,  
input wire rEn,  
output reg[31:0] rDat = 0  
);
reg[31:0] mem[512-1:0];  
always@(posedge clock)begin
    if(wEn)begin
        mem[addr] <= wDat;   
    end
    else if(rEn)begin
        rDat <= mem[addr];   
    end
end
endmodule
module lsu(   
input clock,
input reset,
input [8 : 0] addr,      
input wr,                
input [31 : 0] wdata,    
input working,
output[31 : 0] instr,   
input SW,             
input LW,             
input [31 : 0] valE,  
input [3 : 0] dstE,  
output wire[31 : 0] valM,  
output wire[3 : 0] dstM, 
output reg LW_DONE  
);
wire[31:0] ram_rdata;     
wire[8:0] ram_addr;       
wire wEn;                
wire rEn;                 
reg[3:0] dstM_reg; 
assign wEn = working ? SW : wr;           
assign rEn = working;                        
assign ram_addr = (SW | LW) ? valE[7:0] : addr;   
assign dstM = dstM_reg;                          
ram inst_ram(
    .clock(clock),
    .addr(ram_addr),
    .wEn(wEn),
    .wDat(wdata),      
    .rEn(rEn),
    .rDat(ram_rdata)
);     
reg[31:0] instr_reg;
assign instr = ~LW_DONE ? ram_rdata : instr_reg; 
assign valM = working ? ram_rdata : 32'b0;   
always @(posedge clock) begin
    if (reset) begin
        dstM_reg <= 0;
        end
    else begin
        if (LW) begin
            dstM_reg <= dstE; 
            LW_DONE <= 1;     
        end
        else begin
            LW_DONE <= 0;
        end
        if (LW && !LW_DONE) begin
            instr_reg <= ram_rdata;
        end
    end
end
endmodule
```

==> flow_summary.rst <==
Physical design figures
=======================

.. list-table::
   :header-rows: 1

   * - Metric
     - Value
   * - Clk sink count
     - 16500
   * - Cell count after synthesis
     - 32500
   * - Share of power burned in the clock network
     - 0.401
   * - Vias per std cell
     - 5.53
   * - Kind of critical path
     - in2out
   * - Post-Route WL
     - 1960 mm
   * - Synthesis warning total
     - 2
   * - Die height
     - 1.42 mm
   * - Final hold violation count
     - 0
   * - Global-route met1 utilization
     - 0.171
   * - Critical path launch point type
     - primary input
   * - Sequential fraction of the synthesis area
     - 0.821
   * - Violations in the final reports
     - max-capacitance violations, max-slew violations
   * - Required arrival time at the worst endpoint
     - 11105.76 ns
   * - Number of buffers added for setup after CTS
     - 0
   * - Ys cells
     - 32500
   * - Final tally of max-slew violations
     - 2
   * - R2r startpoint
     - inst_ram.mem[496][15]
   * - Launching element of the worst setup path
     - working
   * - Max FFs per register
     - 16400
   * - Cell with the biggest individual delay on the critical path
     - buf_4
   * - Sw frac
     - 0.226
   * - Number of DRC violations after detailed-routing iteration 0
     - 26200
   * - Area of all placed cells without fillers
     - 697000 µm²
   * - FILL cells
     - 181000
   * - Flip-flops with a built-in enable
     - 16400
   * - Most Used Layer, Global Route
     - met2
   * - Yosys stat area
     - 602000 µm²
   * - Initial antenna violation count
     - 146
   * - Final Setup Violations
     - 0
   * - Via Count
     - 343000
   * - Standard cell core area
     - 2000000 µm²
   * - Proportion of register bits with asynchronous set or reset after synthesis
     - 0
   * - Cell family contributing the most delay on the critical path
     - buffers and inverters
   * - CTS tree
     - done
   * - CTS buffer count
     - 1571
   * - Die outline width
     - 1.42 mm
   * - Dominant Register Cell
     - edfxtp_1
   * - Post-place setup slack
     - 8327.13 ns
   * - Share of final-layout standard cells stronger than drive strength 1
     - 0.144
   * - Slew of the pin with the lowest slew margin
     - 1.52 ns
   * - Outcome
     - finished, violations left
   * - Hold Worst Slack
     - 0.480 ns
   * - Worst path most repeated cell
     - buf_4
   * - Area of the mapped netlist
     - 602000 µm²
   * - Post-Route Setup TNS
     - 0 ns
   * - Cell Count Post-Placement
     - 58900
   * - Mean instance size in the synthesized netlist
     - 18.5 µm²
   * - Insertion Delay late pin
     - 1.47 ns
   * - H-tree Lvls
     - 7
   * - Number of design rule violations left after detail routing
     - 0
   * - Post-Layout Cell Count
     - 62000
   * - Reg clk slew, reported paths
     - 0.06 ns
   * - Count of cells resized by post-cts repair
     - 0
   * - Clock tree root buffer cell
     - clkbuf_16
   * - Wire length of the first global-routing pass
     - 2710 mm
   * - Tool warnings
     - 115
   * - Highest attainable clock frequency
     - 0.180 MHz
   * - Register bit count reported by yosys
     - 16500
   * - Worst-path fanout max
     - 16
   * - Count of buffering cells on the critical path with inverters included
     - 4
   * - Antenna violation net count after detailed routing
     - 0
   * - Sequential share of power
     - 0.531
   * - Class of the most critical hold timing path
     - reg2reg
   * - Slowest stage delay, CP
     - 0.63 ns
   * - Final worst-path cycle share
     - 0.400
   * - Leakage
     - 208 nW
   * - Die Size
     - 2010000 µm²
   * - Via count of the first global-routing pass
     - 366000
   * - Routability Congestion
     - 0.905
   * - Fraction of power consumed by combinational cells
     - 0.068
   * - Starting Density
     - 0.300
   * - Total Power Consumption
     - 0.103 mW
   * - FF/Latch Area
     - 494000 µm²
   * - Peak supply drop
     - 0.000127 mV
   * - Launch instance of the worst min-delay path
     - inst_ram.rDat[5]
   * - Final setup skew
     - 0.178 ns
   * - Unrepaired setup endpoints after global routing
     - false
   * - Worst Setup Slack, final
     - 8327.02 ns
   * - IO Pins
     - 152
   * - Number of buffers inserted by hold repair at cts
     - 0
   * - Share of the core filled with cells in the final layout
     - 0.348
   * - Routed wire length per instance
     - 31.7 µm
   * - Area added between synthesis and finish
     - 15.8%
   * - Total routing resource utilization after global routing
     - 0.204
   * - Gr ovfl total
     - 0
   * - Number of search-and-repair iterations in the first detailed-routing pass
     - 6
   * - Normalized max-slew margin
     - -0.0242
   * - Category of the worst setup path capture point
     - primary output
   * - Switching power total
     - 0.0234 mW
   * - Global Route met2 Usage
     - 0.284
   * - Number of port buffers
     - 127
   * - Time the final worst path needs with I/O delays and setup
     - 5555.18 ns
   * - Total cell area at the placement stage
     - 647000 µm²
   * - Power density relative to cell area
     - 0.148 nW/µm²
   * - Count of max-cap constraint violations
     - 1
   * - Global-route met3 utilization
     - 0.219
   * - Post-DP HPWL
     - 1110 mm
   * - Chain of cells forming the critical path
     - buf_4 -> buf_4 -> buf_4 -> and2_1 -> clkdlybuf4s50_1
   * - Data arrival time of the critical path
     - 2778.74 ns
   * - Standard-cell row count
     - 520
   * - Yosys cell types
     - 60
   * - Internal power consumption
     - 0.0798 mW
   * - Maximum number of pins on one net before global-route repair
     - 120
   * - Comb area
     - 102000 µm²
   * - Max clock buf depth
     - 6
==> layout make-up <==
type / count / area share
diodes: 345 / 0.00124
clock buffers: 1913 / 0.0589
clock inverters: 891 / 0.0114
inverters: 3 / 0.0000162
multi-input cells: 13500 / 0.146
flip-flops and latches: 16500 / 0.709
well taps: 26600 / 0.0478
repair buffers: 2271 / 0.0261
==> cells in the mapped netlist (all sizes together) (11+ instances only) <==
| master | number | area [µm²] |
|---|---|---|
| a221oi | 2171 | 19000 |
| clkbuf | 876 | 3290 |
| mux2i | 12 | 120 |
| o311ai | 24 | 210 |
| buf | 1639 | 8030 |
| o41ai | 125 | 1090 |
| nand2 | 66 | 250 |
| a31oi | 21 | 131 |
| nor3 | 11 | 55.1 |
| nand3 | 22 | 110 |
| o21ai | 547 | 2740 |
| mux2 | 32 | 360 |
| edfxtp | 16400 | 494000 |
| a21oi | 1996 | 9990 |
| a22oi | 3879 | 29100 |
| o22a | 28 | 245 |
| or4 | 16 | 120 |
| nor2 | 544 | 2040 |
| o221ai | 17 | 149 |
| nand4 | 141 | 882 |
| nor4 | 362 | 2260 |
| a41oi | 21 | 184 |
| and2 | 32 | 200 |
| a22o | 2170 | 19000 |
| o22ai | 1203 | 7530 |
==> power groups by stage <==
stage         sequential (mW)  combinational, mW  clock, mW
CTS                    0.0549            0.00682     0.0419
global route           0.0549            0.00736     0.0437
finish                 0.0549            0.00702     0.0415
==> path summary, 6_finish.rpt <==
check | to | slack [ns] | cells after the start
setup / recovery | valM[11] | 8327.02 | 5
hold / removal | instr_reg[5] | 0.48 | 0
hold reg to reg | instr_reg[5] | 0.48 | 0
setup reg to reg | inst_ram.rDat[15] | 13877.49 | 8
==> kinds of logic after synthesis <==
logic type,synth area share
AND/OR/NAND/NOR,0.0101
buffers and inverters,0.0188
flip-flops,0.821
AND-OR/OR-AND,0.149
multiplexers,0.000798
==> placed cells by master, fill, tap and decap left out, types with 31 or more instances in the layout <==
master	instances
mux2_2	32
clkinv_2	283
clkinv_1	361
diode_2	345
buf_8	32
o41ai_1	112
buf_4	2093
buf_12	52
clkbuf_1	319
edfxtp_1	16400
bufinv_16	122
a221oi_1	2168
o21ai_0	509
and2_1	32
nor4_2	73
nor2_4	519
o21ai_1	35
o22ai_1	1200
nand4_1	141
a22o_1	2170
nand2_2	31
inv_6	36
nor4_1	285
clkinvlp_4	39
clkbuf_16	1594
a21oi_1	1991
a22oi_1	3878
clkdlybuf4s50_1	93
==> metal layers <==
metal,up-vias,share of wire
met5,-,0.0071
met2,29100,0.43
met1,166000,0.27
met4,247,0.061
li1,142000,-
met3,4820,0.23
No activity file was given, so power comes from the tool's default toggle rates.
